--- flow/config.mk ---
export PLATFORM = sky130hd
export DESIGN_NAME = UART
export DESIGN_NICKNAME = UART
export VERILOG_FILES = /design/flow/design.v
export SDC_FILE = /design/flow/constraint.sdc
export NUM_CORES = 4
export LEC_CHECK = 1
export CORE_UTILIZATION = 50
--- flow/run.sh ---
#!/bin/bash
# OpenROAD 26Q1-2900-gdf79404cd8, Yosys 0.63+post, stock flow scripts
make -C /OpenROAD-flow-scripts/flow DESIGN_CONFIG=/design/flow/config.mk WORK_HOME=/design/flow/orfs finish
--- flow/design.v ---
`timescale 1ns / 1ps
module Seven_seg(
    input [3:0] data,
	 input ctrl,
	 output [6:0] out);
	 assign out[0] = ctrl | (~data[3] & ~data[2] & ~data[1] & data[0] | data[2] & ~data[1] & ~data[0] | data[3] & data[1] | data[3] & data[2]);
	 assign out[1] = ctrl | (data[2] & ~data[1] & data[0] | data[2] & data[1] & ~data[0]);
	 assign out[2] = ctrl | (~data[2] & data[1] & ~data[0]);
	 assign out[3] = ctrl | (~data[3] & ~data[2] & ~data[1] & data[0] | data[2] & ~data[1] & ~data[0] | data[2] & data[1] & data[0]);
	 assign out[4] = ctrl | (data[0] | data[2] & ~data[1]);
	 assign out[5] = ctrl | (~data[3] & ~data[2] & data[0] | ~data[2] & data[1] | data[1] & data[0]);
	 assign out[6] = ctrl | (~data[3] & ~data[2] & ~data[1] | data[2] & data[1] & data[0]);
endmodule
`timescale 1ns / 1ps
module UART(
    input clk_org,             
	 input reset,               
	 input uart_rx,             
	 output [1:0] LED_ctrl,     
	 output [13:0] LED,         
	 output reg uart_tx,        
	 output reg error_flag,     
	 output reg [1:0] enable);  
	 initial 
	 begin
	     uart_tx    <= 1'b1;
	     enable     <= 2'b0;
		  error_flag <= 1'b0;
	 end
	 parameter clk_feq        = 1843200;                   
	 parameter baud_rate      = 57600;                     
	 parameter bps_cnt        = clk_feq / baud_rate / 2;   
	 parameter data_num       = 9;                         
	 parameter parity_method  = 1;                         
	 parameter transmit_comm  = 1;                         
	 parameter time_interval  = 5;                         
	 parameter state_idle  = 2'b00,   
				  state_data  = 2'b01,   
				  state_stop  = 2'b10,   
				  state_trans = 2'b11;   
	 wire clk;           
	 wire check;         
	 reg [1:0] state;    
	 reg [3:0] counter;  
	 reg [4:0] bit_cnt;  
	 reg [7:0] data;     
	 reg [8:0] rx_data;  
	 clk_div_2 Devider (clk_org, reset, clk);
	 assign check = ^~{rx_data[7:0], parity_method};
	 assign LED_ctrl[0] = ~(|data[7:4]);
	 assign LED_ctrl[1] = ~(|data[7:0]);
	 Seven_seg LSB (data[3:0], LED_ctrl[1], LED[6:0]);
	 Seven_seg MSB (data[7:4], LED_ctrl[0], LED[13:7]);
	 always @(posedge clk or negedge reset)
	 begin
	     if (~reset)
				state <= state_idle;
		  else
		  begin
		      case (state)
				    state_idle: 
					 begin
 						  if (counter == bps_cnt / 2 - 1)
						      state <= state_data;
						  else
						      state <= state;
					 end
					 state_data:
					 begin
					     if (bit_cnt == data_num && counter == bps_cnt - 1)
						      state <= state_stop;
						  else 
						      state <= state;
					 end
					 state_stop:
					 begin
					     if (counter >= bps_cnt / 2 - 1 && uart_rx)
				            state <= (transmit_comm) ? state_trans : state_idle;
						  else
								state <= state;
					 end
					 state_trans:
					 begin
					     if (bit_cnt == data_num + time_interval + 1 || error_flag)
						      state <= state_idle;
						  else
						      state <= state;
					 end
					 default: state <= state_idle;
		      endcase
		  end
	 end
	 always @ (posedge clk or negedge reset)
	 begin
	     if (~reset)
		  begin
		      counter    <= 4'b0;
				data       <= 8'b0;
				bit_cnt    <= 5'b0;
				enable     <= 2'b0;
				uart_tx    <= 1'b1;
				error_flag <= 1'b0;
		  end
		  else
		  begin
		      case (state)
				    state_idle:
					 begin
						  bit_cnt <= 5'b0;
					     rx_data <= 9'b0;
						  enable  <= 2'b0;
						  uart_tx <= 1'b1;
						  if (~uart_rx)
						  begin
						      if (counter == bps_cnt / 2 - 1)
								    counter <= 5'b0;
						      else
								    counter <= counter + 1'b1;
                    end
						  else
						      counter <= 4'b0;
					 end
				    state_data:
					 begin
					     if (counter == bps_cnt - 1 && bit_cnt < data_num)
						  begin
						      counter <= 4'b0;
								rx_data <= {uart_rx, rx_data[data_num - 1 : 1]};
								bit_cnt <= bit_cnt + 1'b1;
						  end
						  else
						      counter <= counter + 1'b1;
					 end
					 state_stop:
					 begin
					     if (counter >= bps_cnt / 2 - 1 && uart_rx)
						  begin
						      if (rx_data[8] == check)
									 data <= rx_data[7:0];
								else
							   begin
									 data       <= data;
									 error_flag <= 1'b1;
								end
						      bit_cnt <= 5'b0;
						      counter <= 4'b0;
						  end
						  else
								counter <= counter + 1'b1;
					 end
					 state_trans:
					 begin
					     if (bit_cnt == data_num + time_interval + 1 || error_flag)
					     begin
					         enable     <= 2'b0;
						      uart_tx    <= 1'b1;
						      bit_cnt    <= 5'b0;
								error_flag <= 1'b0;
					     end
				        else 
					     begin
						      enable <= 2'b11;
					         if (counter == bps_cnt - 1)
						      begin
								    bit_cnt <= bit_cnt + 1'b1;
								    counter <= 4'b0;
						      end
						      else
								    counter <= counter + 1'b1;
								if (bit_cnt < time_interval || bit_cnt == data_num + time_interval + 1)
								    uart_tx <= 1'b1;
								else
								begin
								    if (bit_cnt == time_interval)
									     uart_tx <= 1'b0;
									 else if (bit_cnt == data_num + time_interval)
									     uart_tx <= check;
									 else
									     uart_tx <= data[bit_cnt - time_interval - 1]; 
							   end
					     end
					 end
				endcase
		  end
	 end
endmodule
`timescale 1ns / 1ps
module clk_div_2(
    input clk,
	 input reset,
	 output reg clk_div2);
	 initial
	 begin
	     clk_div2 <= 0;
	 end
    always @ (posedge clk or negedge reset)
	 begin
		  if (~reset)
		      clk_div2 <= 1'b0;
		  else 
		      clk_div2 <= ~clk_div2;
	 end
endmodule
--- flow/constraint.sdc ---
current_design UART

set clk_period 1.2
set clk_io_pct 0.2

create_clock -name clk0 -period $clk_period [get_ports {clk_org}]

set non_clock_inputs [all_inputs -no_clocks]
set_input_delay [expr $clk_period * $clk_io_pct] -clock clk0 $non_clock_inputs
set_output_delay [expr $clk_period * $clk_io_pct] -clock clk0 [all_outputs]
==> impl_metrics.py <==
# Metrics from the implementation run
metrics = {
    "run_status": {
        "outcome": "complete, no violations",
    },
    "logic_synthesis": {
        "yosys_warnings": 2,
        "yosysUniqueCellTypes": 53,
        "yosysTopAreaCell": "dfrtp_1",
        "async_flop_share_pct": 73.5,
        "syn_inst": 230,
        "yosys_area_mm2": 0.00216,
        "ys_cells": 230,
        "synthesis.area_mm2": 0.00216,
        "ys_seq_share_pct": 41.6,
        "synth_area_per_cell_um2": 9.40,
        "ys_top_cells_by_count": "23 x dfrtp_1, 19 x o21ai_0, 15 x nor2_1, 13 x nand2_1, 12 x inv_1",
        "ff_type": "dfrtp_1",
        "top_area_share_pct": 26.6,
        "ys_ff": 34,
        "edf_count": 9,
        "most_common_cell": "dfrtp_1",
        "area_leaders": "dfrtp_1 27%, edfxtp_1 13%, mux2_2 4.7%",
    },
    "setup_path": {
        "cp-end-kind": "asynchronous set/reset pin",
        "criticalPathCategory": "input pin to asynchronous set/reset pin",
        "critPathArrivalTime_ns": 0.73,
        "cp_max_fo": 2,
        "required_ns": 1.41,
        "critPathLaunchType": "input pin",
        "cp_num_buf_inv": 1,
        "crit_chain": "clkdlybuf4s50_1",
        "slowest_stage": "clkdlybuf4s50_1",
        "cp_top_family": "buffers and inverters",
        "critPathMaxStageDelay_ns": 0.49,
    },
    "pwr": {
        "p_switching_mw": 0.0215,
        "clkPwrFrac_pct": 0,
        "p_leak_nw": 0.922,
        "power_density_mw_per_mm2": 28.1,
        "swShare_pct": 32.4,
        "pwr-share-comb_pct": 48.7,
        "internal_power_mw": 0.0449,
        "vdd_drop_max_uv": 79.7,
        "seqPwrFrac_pct": 51.3,
        "power.total_mw": 0.0664,
    },
    "global_routing": {
        "track_usage_pct": 19.9,
        "use_met2_pct": 27.2,
        "grt_pass1_vias": 1433,
        "met1_usage_pct": 37.1,
        "grt_pass1_wl_um": 6730,
        "use_met3_pct": 2.91,
        "grt_antenna_before_repair": 0,
        "grt_max_degree": 34,
        "busiest_layer": "met1",
        "overflow": 0,
    },
    "finish": {
        "layout-drive-gt1-share_pct": 8.47,
        "syn_to_final_growth_pct": 9.55,
    },
    "floorplanning": {
        "initial_core_util_pct": 52.9,
        "dieWidth_um": 67.8,
        "die_h_um": 67.8,
        "die_area_mm2": 0.00459,
        "fp.coreArea_mm2": 0.00409,
        "rows": 23,
        "num_io_pins": 23,
    },
    "cts": {
        "post_cts_resized": 0,
        "clk_pin_slew_ns": 0,
        "postCtsSetupBuffers": 0,
        "clk_latency_ns": 0,
        "cts_hold_buf": 0,
    },
    "timing": {
        "unclocked_pins": 33,
        "fin_tns_setup_ns": 0,
        "post-route-period-util_pct": 43.4,
        "setup_slack_ns": 0.679,
        "hold_violations": 0,
        "clock.fmax_mhz": 1920,
        "slew-limit-headroom_pct": 44.3,
        "setup_violations": 0,
        "finalCriticalPeriod_ns": 0.521,
        "rsz0062_at_grt": "no",
        "untimed_endpoints": 62,
        "skew_ns": 0,
        "tightestPinTransition_ns": 0.834,
        "slew_violations": 0,
    },
    "place": {
        "dp_hpwl_um": 3120,
        "routabilityCongestion": 0.882,
        "pre_cts_slack_ns": 0.674,
        "portBuffers": 22,
    },
    "drt": {
        "drt-pass1-iter-count": 4,
        "diodes": 0,
        "wl_per_cell_um": 14.1,
        "via_count": 1640,
        "via_per_inst": 5.73,
        "ant_nets": 0,
        "drt_wl_total_um": 4030,
        "drtIter0Drc": 122,
        "drc": 0,
    },
    "job": {
        "drv_cap": 0,
        "warning_count": 32,
    },
    "worst_hold_path": {
        "hold_path.class": "input pin to asynchronous set/reset pin",
    },
}
## cell usage in the layout, fill, tap and decap left out, types with 8 or more instances in the layout
master	instances
nor2_1	15
o21ai_0	19
and2_1	9
a21oi_1	11
xnor2_1	8
nand2_1	13
edfxtp_1	9
dfrtp_1	23
inv_1	12
mux2_2	9
nand3_1	9
clkdlybuf4s50_1	22
## metrics by stage
stage	hold slack, ns	instance area, um^2	std cells	util (%)
after floorplan	-0.0556	2160	230	-
after global placement	0.403	2370	286	58.0
after detailed placement	0.409	2370	286	58.0
after CTS	0.412	2370	286	58.0
after global routing	0.425	2370	286	58.0
final	0.406	2370	286	58.0
## cells by family (layout without fill, tap and decap cells)
logic type | after synthesis | in the layout | share of synthesized area [%]
fa+ha+maj | 6 | 6 | 3.47
mux | 14 | 14 | 7.75
buf+inv | 30 | 36 | 6.31
xor+xnor | 10 | 10 | 4.05
flops | 34 | 34 | 41.6
compound gates | 56 | 56 | 16.8
simple gates | 80 | 80 | 20.0
## worst paths after layout
check,from,end,slack (ns),cells past startpoint
max,reset,Devider.clk_div2,0.68,1
min,reset,Devider.clk_div2,0.41,1
max reg2reg,Devider.clk_div2,Devider.clk_div2,0.72,1
min reg2reg,Devider.clk_div2,Devider.clk_div2,0.41,1
max in group clk0,Devider.clk_div2,Devider.clk_div2,0.72,1
min in group clk0,Devider.clk_div2,Devider.clk_div2,0.41,1
## routing by layer
layer	wire length [um]	part of all wire, %
met1	2170	54
met2	1720	43
met3	138	3.4
met4	0	0
met5	0	0
## flip-flops by register name, summed over array words and instances, names as in the netlist
register / cells
enable: 1
uart_tx: 1
Devider.clk_div2: 1
state: 4
bit_cnt: 5
error_flag: 1
rx_data: 9
data: 8
counter: 4
## power by group through the flow
stage	registers [mW]	logic (mW)	clock network (mW)
finish	0.0341	0.0324	0
global route	0.0341	0.0377	0
CTS	0.0341	0.0340	0
## final cells by class
class	count	area [um^2]
Fill cell	341	1720
Inverter	12	45.0
Multi-Input combinational cell	166	1130
Sequential cell	34	898
Tap cell	50	62.6
Timing Repair Buffer	24	235
No activity file was given, so power comes from the tool's default toggle rates.
