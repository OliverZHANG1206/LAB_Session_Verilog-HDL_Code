==> flow/design.v <==
`timescale 1ns / 1ps
module Button_dection(
    input clk,
	 input reset,
    input button,
	 output reg pressed);
	 reg state;
	 reg [3:0] buff;
	 always @ (posedge clk or negedge reset)
	 begin
	     if (~reset)
		  begin
				state <= 1'b0;
				pressed <= 1'b0;
		  end
		  else
		  begin
	         case (state)
		          1'b0:
					 begin
					     if (~button)
						      buff <= buff + 1'b1;
						  else
						      buff <= 4'b0;
						  if (buff == 4'b1111)
						  begin
						      buff <= 4'b0;
								state <= 1'b1;
						  end
						  else
						      state <= 1'b0;
						  pressed <= 1'b0;
					 end
				    1'b1:
				    begin
				        if (button)
						      buff <= buff + 1'b1;
						  else
						      buff <= 4'b0;
						  if (buff == 4'b1111)
						  begin
						      buff <= 4'b0;
								state <= 1'b0;
								pressed <= 1'b1;
						  end
						  else
						      state <= 1'b1;
				    end
	         endcase
	     end
	 end
endmodule
`timescale 1ns / 1ps
module FSM(
    input clk,
	 input reset,
    input [1:0] button,
	 output reg [7:0] LED);
	 parameter time_interval = 13'd7199;
	 parameter NONE  = 8'b11111111;
	 parameter ZERO  = 8'b00000011;
	 parameter ONE   = 8'b10011111;
	 parameter TWO   = 8'b00100101;
	 parameter THREE = 8'b00001101;
	 parameter FOUR  = 8'b10011001;
	 parameter CORRECT = 8'b00000000;
	 parameter INCORRECT = 8'b10010001;
	 parameter S0 = 3'd0, S1 = 3'd1, S2 = 3'd2, S3 = 3'd3, S4 = 3'd4, ST = 3'd5, SF = 3'd6;
	 wire clk_div;
	 wire [1:0] pressed;
	 reg fin;
	 reg [2:0] state;
	 reg [16:0] counter;
    clk_div256 divider (clk, reset, clk_div);
	 Button_dection buttonA (clk_div, reset, button[0], pressed[0]);
	 Button_dection buttonB (clk_div, reset, button[1], pressed[1]);
	 always @ (posedge clk_div or negedge reset)
	 begin
	     if (~reset)
		      state <= 3'b000;
		  else
		  begin
		      case (state)
				    S0:
					     case (pressed)
						      2'b01: state <= SF;
								2'b10: state <= S1;
								default: state <= S0;
						  endcase
				    S1:
					     case (pressed)
						      2'b01: state <= S2;
								2'b10: state <= SF;
								default: state <= S1;
						  endcase  
					 S2:
					     case (pressed)
						      2'b01: state <= S3;
								2'b10: state <= SF;
								default: state <= S2;
						  endcase  
					 S3:
					     case (pressed)
						      2'b01: state <= SF;
								2'b10: state <= S4;
								default: state <= S3;
						  endcase  
					 S4:
					     case (pressed)
						      2'b01: state <= ST;
								2'b10: state <= SF;
								default: state <= S4;
						  endcase  
					 ST:
					     state <= (fin) ? S0 : ST;
                SF:						  
					     state <= (fin) ? S0 : SF;
					 default:
					     state <= S0;
				endcase
		  end
	 end
	 always @ (posedge clk_div or negedge reset)
	 begin
	     if (~reset)
		  begin
		      LED <= ZERO;
		  end
		  else
		  begin
		      case (state)
				    S0: 
					 begin
					     LED <= ZERO;
						  fin <= 1'b0;
					 end
					 S1: LED <= ONE;
					 S2: LED <= TWO;
					 S3: LED <= THREE;
					 S4: LED <= FOUR;
					 ST: 
					 begin
					     if (counter == time_interval)
						  begin
							   fin <= 1'b1;
								counter <= 17'b0;
						  end
						  else
						  begin
						      LED <= CORRECT;
						      counter <= counter + 1'b1;
						  end
					 end
					 SF:
					 begin
					     if (counter == time_interval)
						  begin
							   fin <= 1'b1;
								counter <= 17'b0;
						  end
						  else
						  begin
						      LED <= INCORRECT;
						      counter <= counter + 1'b1;
						  end
					 end
					 default: LED <= NONE;
				endcase
		  end
	 end
endmodule
`timescale 1ns / 1ps
module clk_div256(
    input clk,
	 input reset,
	 output clk_div256);
	 wire clk_div2, clk_div4, clk_div8, clk_div16, clk_div32, clk_div64, clk_div128;
	 clk_div_2 div2 (clk, reset, clk_div2);
	 clk_div_2 div4 (clk_div2, reset, clk_div4);
	 clk_div_2 div8 (clk_div4, reset, clk_div8);
	 clk_div_2 div16 (clk_div8, reset, clk_div16);
	 clk_div_2 div32 (clk_div16, reset, clk_div32);
	 clk_div_2 div64 (clk_div32, reset, clk_div64);
	 clk_div_2 div128 (clk_div64, reset, clk_div128);
	 clk_div_2 div256 (clk_div128, reset, clk_div256);
endmodule
`timescale 1ns / 1ps
module clk_div_2(
    input clk,
	 input reset,
	 output reg clk_div2);
	 initial
	 begin
	     clk_div2 <= 0;
	 end
    always @ (posedge clk or negedge reset)
	 begin
		  if (~reset)
		      clk_div2 <= 1'b0;
		  else 
		      clk_div2 <= ~clk_div2;
	 end
endmodule
==> flow/run.sh <==
#!/bin/bash
# OpenROAD 26Q1-2900-gdf79404cd8, Yosys 0.63+post, stock flow scripts
make -C /OpenROAD-flow-scripts/flow DESIGN_CONFIG=/design/flow/config.mk WORK_HOME=/design/flow/orfs finish
==> flow/config.mk <==
export PLATFORM = sky130hd
export DESIGN_NAME = FSM
export DESIGN_NICKNAME = FSM
export VERILOG_FILES = /design/flow/design.v
export SDC_FILE = /design/flow/constraint.sdc
export NUM_CORES = 4
export LEC_CHECK = 1
export CORE_UTILIZATION = 50
==> flow/constraint.sdc <==
current_design FSM

set clk_period 1.0
set clk_io_pct 0.2

create_clock -name clk0 -period $clk_period [get_ports {clk}]

set non_clock_inputs [all_inputs -no_clocks]
set_input_delay [expr $clk_period * $clk_io_pct] -clock clk0 $non_clock_inputs
set_output_delay [expr $clk_period * $clk_io_pct] -clock clk0 [all_outputs]
==> results.ini <==
[timing]
fmax_mhz = 2082
timing.final.ws_setup_ps = 519.8
rsz0062_at_grt = false
whs_ps = 366.1
unclocked_pins = 51
untimed_endpoints = 85
tns_ps = 0
slew_violations = 0
setup_viol = 0
relSlewSlack_pct = 50.50
skew_ps = 0
worst_slew_pin_slew_ps = 742.4
fin_crit_ps = 480.2
layout_worst_path_cycle_share_pct = 48.02
hold_viol = 0

[worst_setup_path]
reg2reg_to = divider.div2.clk_div2
cp_slowest_cell = clkdlybuf4s50_1
start_kind = primary input
worstSetupEndpointType = asynchronous set/reset pin
crit_fanout = 2
required_ps = 1210
slowest_delay_ps = 490
crit_buf_inv = 1
r2r_start = divider.div2.clk_div2
crit_family = buffers and inverters
r2r_cells = 1
crit_chain = clkdlybuf4s50_1
worst-setup-path-type = primary input to asynchronous set/reset pin
cp_data_arrival_time_ps = 690
r2r_slack_ps = 530

[grt]
grt-ovfl-total = 0
grt_usage_pct = 16.71
grt_pass1_wl_um = 6534
antenna_found_initial = 0
grt_start_max_net_pins = 46
first_global_vias = 1429

[finish]
area_delta_synth_final_pct = 6.590
mostFrequentLayoutCell = edfxtp_1
final_cell_area_um2 = 2570
drive_gt1_share_pct = 7.843
lay_top_cells = edfxtp_1 (26), dfrtp_1 (23), nor2_1 (19)
final_core_util_pct = 57.06
post_layout_nonfiller_instances = 256

[clocking]
hold_buffers = 0
clkLatencyLatePin_ps = 0
cts_resized = 0
post_cts_buffers = 0
cts.reportedPaths.clkPinSlew_ps = 0

[power]
power.density_nw_per_um2 = 39.32
p_leak_nw = 0.9721
peakVddDrop_mv = 0.1684
total_power_uw = 101.1

[die]
die_y_um = 71.44
die_width_um = 71.44
num_rows = 24
die-area_um2 = 5104
core-area_um2 = 4504
io_pins = 12
fp_util_pct = 53.53

[place]
place.gp.congestion = 0.8116
dpl_cell_area_um2 = 2570
placedCellCount = 256
pre_cts_slack_ps = 520.9
hpwl_um = 2645
port_buffers = 11

[run]
drv_cap = 0
tool_warnings = 29

[yosys]
postSynthAreaPerCell_um2 = 12.30
yosys_warnings = 3
ys_seq_share_pct = 59.52
synth_area_um2 = 2411
synth-main-ff-cell = edfxtp_1
synth_area_leader_cell = edfxtp_1
ys_seq_elements = 52
yosysChipArea_um2 = 2411
ys_cells = 196
synth-async-reset-ratio_pct = 50.00
synthCells = 196
edf_count = 26
synth_cell_types = 42
area_leaders = edfxtp_1 (32%), dfrtp_1 (24%), xor2_1 (4.4%), ha_1 (3.6%), dfstp_2 (3.3%)
top_area_share_pct = 32.38

[detailed_routing]
detailedRoute.firstPassIterationCount = 4
wl_per_cell_um = 13.84
drc_errors = 0
viasPerCell = 5.699
antenna_cells_inserted = 0
drt_iter0_markers = 56
wirelength_um = 3542
drtAntennaViolNets = 0
via_count = 1459

[status]
outcome = completed

[hold_path]
hold_class = primary input to asynchronous set/reset pin

-- flip-flops by register name, indices dropped and copies added (netlist names), 4 cells and up --
register,cells
state,7
buttonA.buff,4
counter,17
buttonB.buff,4
LED,7
-- routing by layer --
metal,share of wire [%],track usage [%],vias to the layer above
met5,0,0,-
met4,0,0,0
met3,3.9,2.568,0
met2,49,26.56,28
met1,47,28.59,719
li1,-,-,712
-- cell usage after synthesis (3+ instances only) --
master and n:
a22o_1 5, and3_1 3, inv_1 15, xor2_1 12
o21ai_0 5, dfstp_2 3, nor3_1 4, and2_1 4
nor2_1 19, and4_1 4, a21oi_1 3, dfrtp_1 23
nand2_1 7, ha_1 7, nand4_1 3, xnor2_1 8
edfxtp_1 26, nand2b_1 3, nand3_1 14
-- how the worst max path moves through the flow --
stage / start / endpoint / slack (ps) / cells past startpoint
after CTS: reset / divider.div2.clk_div2 / 520 / 1
after global routing: reset / divider.div2.clk_div2 / 490 / 1
final: reset / divider.div2.clk_div2 / 520 / 1
-- logic make-up after synthesis --
kind of cell,synth area share [%]
AND/OR/NAND/NOR,17.75
flip-flops,59.52
AND-OR/OR-AND,6.279
buffers and inverters,3.788
XOR/XNOR,7.265
adder cells (fa/ha/maj),3.632
multiplexers,1.764
-- power by group --
group | switching, mW | total, mW | internal, mW | leakage (nW)
sequential | 0 | 0.0482 | 0.0482 | 0.510
combinational | 0.0340 | 0.0529 | 0.0189 | 0.462
clock | 0 | 0 | 0 | 0
total | 0.0340 | 0.101 | 0.0670 | 0.972
-- area by class of cell --
| class | count | area [um2] |
|---|---|---|
| inverters | 16 | 60.06 |
| repair buffers | 13 | 125.1 |
| multi-input cells | 123 | 884.6 |
| flip-flops and latches | 52 | 1435 |
| fillers | 364 | 1934 |
| well taps | 52 | 65.06 |
Power is estimated from default activity; no workload was simulated.
