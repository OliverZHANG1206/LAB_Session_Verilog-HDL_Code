`/design/flow/run.sh`:
```
#!/bin/bash
# OpenROAD 26Q1-2900-gdf79404cd8, Yosys 0.63+post, stock flow scripts
make -C /OpenROAD-flow-scripts/flow DESIGN_CONFIG=/design/flow/config.mk WORK_HOME=/design/flow/orfs finish
```
`/design/flow/config.mk`:
```
export PLATFORM = sky130hd
export DESIGN_NAME = Counter
export DESIGN_NICKNAME = Counter
export VERILOG_FILES = /design/flow/design.v
export SDC_FILE = /design/flow/constraint.sdc
export NUM_CORES = 4
export LEC_CHECK = 1
export CORE_UTILIZATION = 30
```
`/design/flow/constraint.sdc`:
```
current_design Counter

set clk_period 1.0
set clk_io_pct 0.2

create_clock -name clk0 -period $clk_period [get_ports {clk}]

set non_clock_inputs [all_inputs -no_clocks]
set_input_delay [expr $clk_period * $clk_io_pct] -clock clk0 $non_clock_inputs
set_output_delay [expr $clk_period * $clk_io_pct] -clock clk0 [all_outputs]
```
`/design/flow/design.v`:
```
`timescale 1ns / 1ps
module Counter(
    input clk,
	 input reset,
	 output [6:0] LSB,
	 output [6:0] MSB);
	 wire ctrl2;
	 wire ctrl1;
	 wire clk_div;
	 reg [7:0] data;
	 reg [13:0] counter;
	 clk_div64 divider (clk, reset, clk_div);
	 Seven_seg LSB_disp (data[3:0], ctrl2, LSB[6:0]);
	 Seven_seg MSB_disp (data[7:4], ctrl1, MSB[6:0]);
	 always @ (posedge clk_div or negedge reset)
	 begin
	     if (~reset)
		  begin
		      data <= 8'b0;
				counter <= 21'b0;
		  end
		  else
		  begin
	         if (counter == 14'b11111111111111)   
		      begin
					 if (data[7:0] == 8'b10011001)
					 begin
				        data[7:0] <= 8'b0;
					 end
				    else 
					 begin
		              if (data[3:0] == 4'b1001)
					     begin
			               data[3:0] <= 4'b0;
					         data[7:4] <= data[7:4] + 1'b1;
					     end
				        else
				            data[3:0] <= data[3:0] + 1'b1;
				    end
				    counter <= 21'b0;
		      end
		      else
		          counter <= counter + 1'b1;
	     end
	 end
	 assign ctrl1 = ~(data[7] | data[6] | data[5] | data[4]);
	 assign ctrl2 = ~(~ctrl1 | data[3] | data[2] | data[1] | data[0]);
endmodule
module clk_div64(
    input clk,
	 input reset,
	 output clk_div64);
	 wire clk_div2;
	 wire clk_div4;
	 wire clk_div8;
	 wire clk_div16;
	 wire clk_div32;
	 clk_div_2 div2  (clk, reset, clk_div2);
	 clk_div_2 div4  (clk_div2, reset, clk_div4);
	 clk_div_2 div8  (clk_div4, reset, clk_div8);
	 clk_div_2 div16 (clk_div8, reset, clk_div16);
	 clk_div_2 div32 (clk_div16, reset, clk_div32);
	 clk_div_2 div64 (clk_div32, reset, clk_div64);
endmodule
`timescale 1ns / 1ps
module Seven_seg(
    input [3:0] data,
	 input ctrl,
	 output [6:0] out);
	 assign out[0] = ctrl | (~data[3] & ~data[2] & ~data[1] & data[0] | data[2] & ~data[1] & ~data[0] | data[3] & data[1] | data[3] & data[2]);
	 assign out[1] = ctrl | (data[2] & ~data[1] & data[0] | data[2] & data[1] & ~data[0]);
	 assign out[2] = ctrl | (~data[2] & data[1] & ~data[0]);
	 assign out[3] = ctrl | (~data[3] & ~data[2] & ~data[1] & data[0] | data[2] & ~data[1] & ~data[0] | data[2] & data[1] & data[0]);
	 assign out[4] = ctrl | (data[0] | data[2] & ~data[1]);
	 assign out[5] = ctrl | (~data[3] & ~data[2] & data[0] | ~data[2] & data[1] | data[1] & data[0]);
	 assign out[6] = ctrl | (~data[3] & ~data[2] & ~data[1] | data[2] & data[1] & data[0]);
endmodule
`timescale 1ns / 1ps
module clk_div_2(
    input clk,
	 input reset,
	 output reg clk_div2);
	 initial
	 begin
	     clk_div2 <= 0;
	 end
    always @ (posedge clk or negedge reset)
	 begin
		  if (~reset)
		      clk_div2 <= 1'b0;
		  else 
		      clk_div2 <= ~clk_div2;
	 end
endmodule
```
==> qor.txt <==
Iter 0 DRT Violations: 77
Number of unconstrained endpoints: 41
Kind of end point of the critical path: asynchronous set/reset pin
Core area: 4790 um^2
Status: complete, no violations
Pwr dens: 39.5 nW/um^2
Critical Path Max Stage Delay: 0.48 ns
Drt wl/cell: 10.4 um
GRT Resource Usage Total: 10.4%
Top delay family on crit path: buffers and inverters
Crit start category: primary input
# DRC: 0
First-pass GRT wire length: 4440 um
WP buf/inv: 1
Async S/R FF share, synth: 100%
Top FF cell, synth: dfrtp_1
Max Cap Viol: 0
Clk latency late pin: 0 ns
CP max-delay cell: clkdlybuf4s50_1
EDFF count, synth: 0
Ant diodes: 0
Mapped Cells: 154
Place WS: 0.518 ns
Largest net degree at the start of global routing: 28
Total chip power: 0.0669 mW
Vias in the first global route: 928
Most frequent cells in the layout: dfrtp_1 (28), clkdlybuf4s50_1 (15), inv_1 (11), nor2_1 (11), xnor2_1 (8)
Antenna violations before repair: 0
Worst-path clk slew: 0 ns
RD Place Congestion: 0.805
Die x size: 72.8 um
Final Max Tran Viols: 0
Post-DRT Antenna Nets: 0
Final Worst Setup Slack: 0.524 ns
Yosys stat area: 1510 um^2
Leakage: 0.745 nW
Yosys top cell by area: dfrtp_1
Setup Buffers After CTS: 0
Relative slew slack: 56.2%
Top area cell types: dfrtp_1 (47%), xnor2_1 (4.7%), ha_1 (4.2%)
Worst-Margin Slew: 0.651 ns
Post-Syn Area: 1510 um^2
Yosys warns: 2
Min-delay worst type: primary input to asynchronous set/reset pin
Fmax: 2100 MHz
Min Tclk post-route: 0.476 ns
Commonest Layout Cell: dfrtp_1
Clock Skews: 0 ns
Reg-to-Reg Start: divider.div2.clk_div2
Max-area cell share: 46.6%
Drt via density: 4.61
Drt first pass iters: 4
Vias: 1,047
Peak VDD IR: 0.177 mV
R2R depth: 1
Yosys reg bits: 28
Total Wirelength: 2360 um
Port bufs: 15
Area growth syn-to-layout: 12.6%
RR Endpoint: divider.div2.clk_div2
RSZ-0062 raised after global routing: no
Fin crit share: 47.6%
Log Warnings: 30
Site Rows: 25
Hold_buf cts: 0
CP arrival: 0.68 ns
Register pins left without a clock: 27
Worst path cell trace: clkdlybuf4s50_1
Hpwl dp: 1720 um
Die Height: 72.8 um
CP Data Required Time: 1.21 ns
Chip area: 5300 um^2
Final hold violation count: 0
DP Cell Count: 227
Kind of critical path: primary input to asynchronous set/reset pin
Number of setup violations in the final report: 0
Share of cells above drive strength 1: 8.13%
CP Max Fanout: 2
Post-synth seq share: 46.6%
Final cell count without fillers: 227
Number of library cell types mapped by synthesis: 43
GR Overflow Total: 0
Post-cts resize count: 0
Io pins: 16
Final setup TNS: 0 ns
Yosys stat cell total: 154
Avg Inst Size Synth: 9.77 um^2
Floorplan utilization: 31.5%
Worst reg2reg setup slack: 0.53 ns
## stage by stage
stage / hold WS (ns) / utilization (%) / instance area, um^2
after floorplan: -0.0956 / - / 1510
after global placement: 0.363 / 35.4 / 1690
after detailed placement: 0.367 / 35.4 / 1690
after CTS: 0.367 / 35.4 / 1690
after global routing: 0.380 / 35.4 / 1690
final: 0.364 / 35.4 / 1690
## power breakdown
part           switching [mW]  internal, mW  total (mW)
registers                   0        0.0400      0.0400
logic                  0.0208       0.00602      0.0268
clock network               0             0           0
## worst max-delay path by stage
stage | startpoint | to | slack (ns) | cells after the start
4_1_cts | reset | divider.div2.clk_div2 | 0.52 | 1
5_1_grt | reset | divider.div2.clk_div2 | 0.49 | 1
6_report | reset | divider.div2.clk_div2 | 0.52 | 1
## routing by layer
layer	global-route usage (%)	vias up	routed length [um]
met3	0	0	35
met2	14.4	13	971
li1	-	547	-
met5	0	-	0
met1	19.5	487	1360
met4	0	0	0
## layout make-up
| class | instances | area [um^2] |
|---|---|---|
| tap | 67 | 83.8 |
| multi-input combinational | 105 | 711 |
| inverter | 11 | 41.3 |
| sequential | 28 | 701 |
| fill | 474 | 3090 |
| timing repair buffer | 16 | 158 |
## registers in the layout, summed over array words and instances (netlist names)
signal and flops:
divider.div2.clk_div2 1, divider.div64.clk_div2 1, divider.div8.clk_div2 1, divider.div4.clk_div2 1, data 8, divider.div16.clk_div2 1
counter 14, divider.div32.clk_div2 1
## kinds of logic after synthesis
group | share of synthesized area (%)
xor gates and xnor gates | 6.98
buffers and inverters | 6.23
and+or+nand+nor | 20.1
AOI/OAI and AO/OA | 12.8
muxes | 3.16
DFF | 46.6
adders and majority gates | 4.16
## cells in the mapped netlist, types with 2 or more instances
master	number
and2_1	2
nor2_1	11
buf_6	2
a21o_1	2
o21ai_0	6
a21oi_1	7
dfrtp_1	28
inv_1	11
xor2_1	4
clkbuf_1	8
or2_2	2
nand3_1	7
nor3_1	6
nor4_1	2
nor2b_1	2
o31ai_1	2
ha_1	5
nand4_1	4
mux2_2	2
or3_1	3
nand2_1	7
a31o_2	2
xnor2_1	8
o21bai_1	2
Power is estimated from default activity; no workload was simulated.
